[design/flow/design.v]
`timescale 1ns / 1ns
module ID_stage(sign_Imm,A,B,rd0,rd1,control_bits,IF_ID_IR,IF_ID_NPC);
    input [31:0]IF_ID_IR;
    input [11:0]IF_ID_NPC;
    output wire [31:0]sign_Imm;
    output wire [31:0]A,B;
    output wire [4:0]rd0,rd1;
    output wire [8:0]control_bits;
    wire [11:0]NPC_ID;
    wire [31:0]IR1;
    wire [4:0]s_rs,s_rt,rd;
    wire [5:0]opcode_IR;
    wire [31:0]Imm_sign_extend;
    wire [15:0]Imm;
    wire RegWrite;
    wire [31:0]MEM_WB_LMD;
    assign IR1=IF_ID_IR;
    assign opcode_IR=IR1[31:26];
    assign s_rs=IR1[25:21];
    assign s_rt=IR1[20:16];
    assign rd0 =IR1[20:16];
    assign rd1 =IR1[15:11];
    assign Imm=IR1[15:0];
    assign sign_Imm=Imm_sign_extend;
    control C1(.cont(control_bits),.opcode(opcode_IR));
    regbank_32 RB(.rs(A),.rt(B),.s_rs(s_rs),.s_rt(s_rt),.rd(rd),.wr_data(MEM_WB_LMD),.RegWrite(RegWrite));
    sign SE(.Y(Imm_sign_extend),.A(Imm));
endmodule
`timescale 1ns / 1ns
module control(cont, opcode);
    input [5:0] opcode;
    reg [1:0] control_WB;
    reg [2:0] control_MEM;
    reg [3:0] control_EX;
    output reg [8:0] cont;
    parameter R_format = 6'b111111,
              I_format = 6'b000011,
              LW       = 6'b100011,
              SW       = 6'b101011,
              beq      = 6'b000100;
    always @(*)
        begin
        case (opcode)
            R_format: begin
                      control_EX  = 4'b1100;
                      control_MEM = 3'b000;
                      control_WB  = 2'b10;
                      end
            I_format: begin
                      control_EX  = 4'b0111;
                      control_MEM = 3'b000;
                      control_WB  = 2'b10;
                      end
            LW:       begin
                      control_EX  = 4'b0001;
                      control_MEM = 3'b010;
                      control_WB  = 2'b11;
                      end
            SW:       begin
                      control_EX  = 4'b0001;
                      control_MEM = 3'b001;
                      control_WB  = 2'b00;
                      end
            beq:      begin
                      control_EX  = 4'b0010;
                      control_MEM = 3'b100;
                      control_WB  = 2'b00;
                      end
            default:  begin
                      control_EX  = 4'b0000;
                      control_MEM = 3'b000;
                      control_WB  = 2'b00;
                      end
        endcase
        end
    always @(*)
        begin
            cont = {control_EX, control_MEM, control_WB};
        end
endmodule
`timescale 1ns / 1ns
module regbank_32(rs,rt,s_rs,s_rt,rd,wr_data,RegWrite);
    input [4:0]s_rs,s_rt,rd;  
    input [31:0] wr_data;  
    input RegWrite;
    output reg [31:0]rs,rt;  
    reg [31:0]regfile[0:31];  
    always@(*)
        begin
            rs=regfile[s_rs];
            rt=regfile[s_rt];
            if(RegWrite == 1)
                regfile[rd]=wr_data;
        end
    initial
        begin
            regfile[0]=32'h00000000;
            regfile[1]=32'h0000ff01;
            regfile[2]=32'h0000ff02;
            regfile[3]=32'h0000ff03;
            regfile[4]=32'h0000ff04;
            regfile[5]=32'h0000ff05;
            regfile[6]=32'h0000ff06;
            regfile[7]=32'h0000ff07;
            regfile[8]=32'h0000ff08;
            regfile[9]=32'h0000ff09;
            regfile[10]=32'h0000ff0a;
            regfile[11]=32'h0000ff0b;
            regfile[12]=32'h0000ff0c;
            regfile[13]=32'h0000ff0d;
            regfile[14]=32'h0000ff0e;
            regfile[15]=32'h0000ff0f;
            regfile[16]=32'h0000ff10;
            regfile[17]=32'h0000ff11;
            regfile[18]=32'h0000ff12;
            regfile[19]=32'h0000ff13;
            regfile[20]=32'h0000ff14;
            regfile[21]=32'h0000ff15;
            regfile[22]=32'h0000ff16;
            regfile[23]=32'h0000ff17;
            regfile[24]=32'h0000ff18;
            regfile[25]=32'h00000000;
            regfile[26]=32'h00000000;
            regfile[27]=32'h00000000;
            regfile[28]=32'h00000000;
            regfile[29]=32'h00000000;
            regfile[30]=32'h00000000;
            regfile[31]=32'h00000000;
        end 
endmodule
`timescale 1ns / 1ps
module sign(Y,A);
    input [15:0]A;
    output wire [31:0]Y;
    assign Y={ {16{A[15]}},A[15:0] };
endmodule
[design/flow/run.sh]
#!/bin/bash
# OpenROAD 26Q1-2900-gdf79404cd8, Yosys 0.63+post, stock flow scripts
make -C /OpenROAD-flow-scripts/flow DESIGN_CONFIG=/design/flow/config.mk WORK_HOME=/design/flow/orfs finish
[design/flow/config.mk]
export PLATFORM = sky130hd
export DESIGN_NAME = ID_stage
export DESIGN_NICKNAME = ID_stage
export VERILOG_FILES = /design/flow/design.v
export SDC_FILE = /design/flow/constraint.sdc
export NUM_CORES = 4
export LEC_CHECK = 1
export CORE_AREA = 10 10 70 70
export DIE_AREA = 0 0 80 80
[design/flow/constraint.sdc]
current_design ID_stage

set clk_period 1.8
set clk_io_pct 0.2

create_clock -name clk0 -period $clk_period

set non_clock_inputs [all_inputs -no_clocks]
set_input_delay [expr $clk_period * $clk_io_pct] -clock clk0 $non_clock_inputs
set_output_delay [expr $clk_period * $clk_io_pct] -clock clk0 [all_outputs]
==> run summary <==
Final period util - 0.953
placed insts - 149
Pleak - 0.394 nW
Die ar. - 6400 µm²
storage element area - 0 µm²
MaxCap Viol Count - 0
Post-DRT Antenna Nets - 0
P_int - 0.0333 mW
Seq share, synth - 0
Max stage delay on crit path - 0.50 ns
die width - 80 µm
Post-DP HPWL - 1530 µm
CP required - 1.44 ns
Placer Congestion - 0.747
core box area - 3420 µm²
Via density - 2.94
type of the tightest min-delay check - input port to primary output
Net Sw Frac - 0.515
WP data arrival - 1.35 ns
total chip power - 0.0687 mW
vias in the first global route - 516
port bufs - 15
final slew viol count - 0
synth unique cells - 16
Flops - 0
initial antenna violation count - 0
combinational fraction of design power - 1.000
ANT cells - 0
number of vias in the routed layout - 444
Final Hold Fails - 0
critical path endpoint category - primary output
status - finished, final reports clean
area leader, netlist - buf_4
Die Span Y - 80 µm
Initial Utilization - 0.268
Reg power frac - 0
final setup vio count - 0
Area leader share - 0.876
syn avg cell area - 7.40 µm²
synthesized area - 917 µm²
largest net degree at the start of global routing - 19
crit path max fanout - 7
Pre-antenna DRT Iters - 2
tool warning count - 49
design area - 677 µm²
Area Growth Syn to Fin - -26.2%
Clock Buffer Count - 0
Yosys top cell by instances - buf_4
routed len/inst - 11.6 µm
share of cells above drive strength 1 - 0.257
Synth Warn # - 41
Max Freq - 583 MHz
Synth top cells by count - buf_4, a21oi_1, nor4_1
Crit Path Category - input port to primary output
Top-Level Pins - 159
Tmin final - 1.71 ns
yosys stat cell total - 124
Clk pwr share - 0
Iter 0 DRT Violations - 3
WL final - 1750 µm
grt total ovfl - 0
post-synthesis chip area from yosys - 917 µm²
FP Rows - 21
slowest cell on the critical path - or4_1
first-pass GRT wire length - 2430 µm
switching power - 0.0354 mW
DRC - 0
Area after DPL - 618 µm²
fill cell count - 402
startpoint types - input port
Setup TNS - 0 ns
Cells after Synth - 124
RSZ-0062 raised after global routing - no
top cells, area - buf_4, a2111oi_2, nor4_1
total track usage - 0.0439
final non-filler cell total - 151
worst vdd ir - 0.0000238 V
pwr dens - 102 nW/µm²
worst-path cell chain - clkbuf_4 -> or4_1 -> a21oi_1 -> clkdlybuf4s15_2
## per-layer routing
metal  part of all wire  vias up  track usage
met5                  0        -            0
met4              0.053        0       0.0317
met3               0.11       17       0.0148
met2               0.46       56       0.0706
met1               0.37      187       0.0468
li1                   -      184            -
## path summary, 6_finish.rpt
path         start  cells after the start  slack (ns)               to
max   IF_ID_IR[28]                      4        0.09  control_bits[7]
min   IF_ID_IR[16]                      0        0.72           rd0[0]
## through the flow
stage               setup WS [ns]  hold slack (ns)   util
floorplan                   0.441            0.733      -
global placement           -0.733            0.720  0.181
detailed placement         -0.738            0.720  0.181
CTS                       0.00690            0.720  0.196
global route              0.00738            0.720  0.198
finish                     0.0853            0.720  0.198
## critical path: cells and delay by family
kind                   cells  cell delay [ns]
buffers and inverters      2             0.35
AND/OR/NAND/NOR            1             0.50
AND-OR/OR-AND              1             0.14
## power groups by stage
stage / clock [mW] / sequential, mW / combinational, mW
4_1_cts: 0 / 0 / 0.0716
5_1_grt: 0 / 0 / 0.0806
6_report: 0 / 0 / 0.0687
## repair_timing
item	4_1_cts	5_1_grt
gates resized	50	3
pin swaps	4	2
setup buffers	1	1
hold buffers	0	0
endpoints found under the setup margin	9	3
## cell usage in the layout, fill, tap and decap left out, types with 4 or more instances in the layout
cell | synthesis | final
buf_2 | 0 | 4
buf_4 | 107 | 7
buf_6 | 0 | 4
conb_1 | 1 | 64
dlygate4sd2_1 | 0 | 5
## area by class of cell
cell class                      count  area (µm²)  area share
Timing Repair Buffer               25         208       0.307
Tap cell                           46        57.6      0.0850
Multi-Input combinational cell     79         408       0.603
Inverter                            1        3.75     0.00555
## cell families (layout without fill, tap and decap cells)
kind of cell | count (synthesis) | in the layout | synth area share
other | 1 | 64 | 0.00409
buffers and inverters | 108 | 26 | 0.880
and+or+nand+nor | 11 | 11 | 0.0791
AOI/OAI and AO/OA | 4 | 4 | 0.0368
Power is estimated from default activity; no workload was simulated.
