--- design/flow/config.mk ---
export PLATFORM = sky130hd
export DESIGN_NAME = WB_stage
export DESIGN_NICKNAME = WB_stage
export VERILOG_FILES = /design/flow/design.v
export SDC_FILE = /design/flow/constraint.sdc
export NUM_CORES = 4
export LEC_CHECK = 1
export CORE_AREA = 10 10 70 70
export DIE_AREA = 0 0 80 80
--- design/flow/constraint.sdc ---
current_design WB_stage

set clk_period 1.0
set clk_io_pct 0.2

create_clock -name clk0 -period $clk_period

set non_clock_inputs [all_inputs -no_clocks]
set_input_delay [expr $clk_period * $clk_io_pct] -clock clk0 $non_clock_inputs
set_output_delay [expr $clk_period * $clk_io_pct] -clock clk0 [all_outputs]
--- design/flow/design.v ---
`timescale 1ns / 1ns
module WB_stage(Write_data,Write_reg,RegWrite,MEM_WB);
    input [70:0]MEM_WB;
    output reg [31:0]Write_data;
    output wire [4:0]Write_reg;
    output wire RegWrite;
    wire [1:0]contWB;
    wire [31:0]data_from_mem,data_from_ALU;
    wire [4:0]destination_addr;
    wire Memtoreg;
    assign destination_addr = MEM_WB[4:0];
    assign data_from_ALU = MEM_WB[36:5];
    assign data_from_mem = MEM_WB[68:37];
    assign contWB = MEM_WB[70:69];
    assign RegWrite = contWB[1];
    assign Memtoreg = contWB[0];
    assign Write_reg = destination_addr;     
    always@(*)
        if(Memtoreg == 1)
            Write_data = data_from_mem;
        else if(Memtoreg == 0)
            Write_data = data_from_ALU ;
endmodule
--- design/flow/run.sh ---
#!/bin/bash
# OpenROAD 26Q1-2900-gdf79404cd8, Yosys 0.63+post, stock flow scripts
make -C /OpenROAD-flow-scripts/flow DESIGN_CONFIG=/design/flow/config.mk WORK_HOME=/design/flow/orfs finish
==> Changelog: implementation <==
## Implementation

- Result of the run: finished, violations left
- Violated checks: setup timing
- Signal arrival time at the worst endpoint: 0.89 ns
- Synthesis warning total: 1
- Post-synth area from yosys stat: 589 µm²
- Drt pass-1 iters: 4
- Cells along the critical path: buf_16 -> buf_16 -> mux2_4 -> buf_6
- Critical Setup Path Class: in -> out
- Cell types with the highest counts after synthesis: 30 x mux2_4, 6 x buf_4, 3 x buf_12
- I/O Buffers: 97
- First-pass GRT wire length: 4450 µm
- Delay contributed by the slowest stage of the critical path: 0.30 ns
- Post-synth area hogs: mux2_4 76%, buf_12 10%, buf_4 7.6%
- DPL Wire Length: 2590 µm
- Tool warnings: 34
- Congestion Overflow GR: 0
- Post-synthesis average cell area: 14.0 µm²
- Final critical path time including I/O delays and setup: 1.09 ns
- Vias: 677
- Crit path required time: 0.80 ns
- Hold bufs inserted after CTS: 0
- WL final: 2960 µm
- Number of rows in the core area: 21
- Fmax: 919 MHz
- Hold crit path type: in -> out
- Critical path buffer and inverter count: 3
- Hold path startpoint: MEM_WB[70]
- Critical Path Source: MEM_WB[69]
- Number of instances in the synthesized netlist: 42
- Fin crit share: 1.09
- Placed instance count: 177
- Cell Area, Synth: 589 µm²
- Die outline width: 80 µm
- Fraction of final layout cells with drive strength greater than 1: 0.526
- Via count of the first global-routing pass: 790
- FF/Latch Area: 0 µm²
- Max-capacitance violation count: 0
- Yosys stat cell total: 42
- Core area: 0.00342 mm²
- Most frequent CP cell: buf_16
- Routed wire per std cell: 16.3 µm
- Critical-path top delay cell: mux2_4
- Maximum number of pins on one net before global-route repair: 7
- Area growth syn-to-layout: 167%
- Number of logic stages on the critical path including buffering: 4
- Number of design-rule violations left by the first detailed-router iteration: 2
- Post-placement worst setup slack: -0.510 ns
- Number of antenna violations at the first check in global routing: 0
- Remaining DRCs: 0
- Slew Limit Fails: 0
- Setup violators final: 32
- Post-layout total power: 0.623 mW
- Top-count cell post-synth: mux2_4
- Number of non-filler instances in the completed layout: 181
- Critical path destination: Write_data[27]
- Worst-path maximum fanout: 6
- Layout clock buffers: 0
- Worst Tran Pin Value: 0.0594 ns
- Type of element launching the critical path: input pin
- Dominant delay contributor by cell family on the critical path: buffers and inverters
- Unrepaired setup endpoints after global routing: true
- Global router's overall resource usage: 0.0859
- Power density normalized to cell area: 396 mW/mm²
- Die Area: 0.00640 mm²
- Comb gate area: 480 µm²
- Critical Path Sink Type: output pin
- Height of the die: 80 µm
- Number of diodes added for antenna fixing: 0
- Fp util: 0.173
- Number of buffers inserted by post-CTS setup repair: 0
- Library cells used by synthesis: 5
- Final worst setup slack: -0.0878 ns
- Number of ports placed on the die boundary: 109
- Leak: 0.854 nW
- FF+latch count: 0
- Number of nets with antenna violations after detailed routing: 0
- Area share of the leading cell type in the synthesized netlist: 0.764
- Fin Setup TNS: -2.62 ns
- Fillcell total: 343
- Worst IR drop on VDD: 175 µV
- Vias/cell: 3.74
- Post-synth seq share: 0
- Biggest area consumer among synthesized cells: mux2_4
- Worst relative slew slack: 0.960
- Number of failing hold endpoints at the final stage: 0
- Weighted congestion at the end of routability-driven global placement: 0.703
-- per-layer routing --
layer	wire length, µm	track usage	part of all wire
met5	0	0	0
met4	4	0.00352	0.0014
met3	197	0.0216	0.067
met2	1780	0.175	0.60
met1	980	0.0877	0.33
-- worst min path at each step --
stage                           to  slack, ns  cells after the start
after CTS             Write_reg[1]       0.40                      0
after global routing      RegWrite       0.40                      0
final                     RegWrite       0.40                      0
-- cells in the final DEF, fill, tap and decap left out --
cell	instances
buf_16	5
mux2_4	32
buf_12	2
buf_2	10
buf_6	22
dlygate4sd2_1	64
-- cells by family after synthesis --
logic type / after synthesis / synth area share
muxes: 32 / 0.803
buffers and inverters: 10 / 0.197
-- layout make-up --
type	count	share of cell area
Timing Repair Buffer	103	0.658
Tap cell	46	0.0366
Multi-Input combinational cell	32	0.305
-- through the flow --
stage	utilization	instance area, µm²	hold slack, ns
6_report	0.461	1570	0.400
5_1_grt	0.461	1570	0.400
4_1_cts	0.450	1540	0.400
3_5_place_dp	0.450	1540	0.400
3_3_place_gp	0.450	1540	0.400
2_1_floorplan	-	589	0.466
-- where the power goes --
group          switching, mW  internal [mW]  leakage [nW]
clock network              0              0             0
logic                  0.140          0.483         0.854
registers                  0              0             0
total                  0.140          0.483         0.854
-- repair_timing --
item | in CTS | in global routing
gates resized | 188 | 6
cloned | 4 | 0
setup endpoints to repair | 32 | 32
Power and IR drop assume default switching activity.
