File: flow/design.v
`timescale 1ns / 1ns
module EX_stage(cont_MEM,cont_WB,NPC_ADD,ZERO,ALU_result,EX_B,EX_rd,ID_EX);
    input [126:0]ID_EX;
    wire [4:0]rd0;
    wire [4:0]rd1;
    wire [5:0]func_field;
    wire [31:0]ID_EX_Imm1,ID_EX_A,ID_EX_B;
    wire [11:0]ID_EX_NPC;
    wire [31:0]EX_NPC;
    wire ALUSrc,RegDst;
    wire [1:0]ALUOp;
    wire [31:0]ID_EX_Imm;
    reg [31:0]ALU_B;
    wire [3:0]cont_EXE;
    output wire [2:0]cont_MEM;
    output wire [1:0]cont_WB;
    output wire [11:0]NPC_ADD;
    output reg ZERO;
    output reg [31:0]ALU_result;
    output wire [31:0]EX_B;
    output reg [4:0]EX_rd;
    reg [31:0]NPC_sum;
    parameter ADD=6'b000000,SUB=6'b000001,AND=6'b000010,OR=6'b000011,MUL=6'b000101,
              ADDI=6'b001010,SUBI=6'b001011,
              LW=6'b001000,SW=6'b001001,
              BNEQZ=6'b001101,BEQZ=6'b001110;
    parameter LOAD=2'b00,STORE=2'b00,BRANCH=2'b01,RR_ALU=2'b10,RM_ALU=2'b11;
    assign rd1        = ID_EX[4:0];
    assign rd0        = ID_EX[9:5];
    assign ID_EX_Imm  = ID_EX[41:10];
    assign ID_EX_B    = ID_EX[73:42];
    assign ID_EX_A    = ID_EX[105:74];
    assign ID_EX_NPC  = ID_EX[117:106];
    assign cont_WB    = ID_EX[119:118];
    assign cont_MEM   = ID_EX[122:120];
    assign cont_EXE   = ID_EX[126:123];
    assign func_field = ID_EX_Imm[5:0];
    assign RegDst     = cont_EXE[3];
    assign ALUOp      = cont_EXE[2:1];
    assign ALUSrc     = cont_EXE[0];
    assign EX_NPC     = { { 20{ID_EX_NPC[11]} },ID_EX_NPC[11:0] };
    assign EX_B       = ID_EX_B;
    assign ID_EX_Imm1 = ID_EX_Imm<<2;
    assign NPC_ADD = NPC_sum[11:0];
    always@(ID_EX_NPC or ID_EX_Imm1)
        NPC_sum=EX_NPC+ID_EX_Imm1;
    always@(*)
        begin
            if(ALUSrc == 0)
                ALU_B=ID_EX_B;
            else if(ALUSrc == 1)
                ALU_B=ID_EX_Imm;
            case(ALUOp)
                RR_ALU :begin
                            case(func_field) 
                                ADD  : ALU_result =  ID_EX_A + ALU_B;
                                SUB  : ALU_result =  ID_EX_A - ALU_B;
                                AND  : ALU_result =  ID_EX_A & ALU_B;
                                OR   : ALU_result =  ID_EX_A | ALU_B;
                                MUL  : ALU_result =  ID_EX_A * ALU_B;
                                default: ALU_result =  32'h00000000;
                            endcase    
                        end
                RM_ALU :begin
                            case(func_field) 
                                ADDI   : ALU_result = #2 ID_EX_A + ALU_B;
                                SUBI   : ALU_result = #2 ID_EX_A - ALU_B;
                                default: ALU_result = #2 32'h00000000;
                            endcase
                        end
                LOAD,STORE :begin
                                case(func_field)
                                    LW: ALU_result =  ID_EX_A + ALU_B;
                                    SW: ALU_result =  ID_EX_A + ALU_B;
                                endcase
                            end
                BRANCH :begin
                            case(func_field)
                                BEQZ: begin
                                          ALU_result  =  ID_EX_A - ALU_B;
                                          if(ALU_result == 0)
                                              ZERO = 1;
                                      end    
                                BNEQZ: begin
                                       ALU_result  =  ID_EX_A - ALU_B;
                                       if(ALU_result != 0)
                                           ZERO = 1;
                                       end
                            endcase
                        end            
            endcase
        end
    initial ZERO = 1'b0;
    always@(*)
        if(RegDst==0)
                EX_rd = rd0;
            else if(RegDst == 1)
                EX_rd = rd1;
            else
                EX_rd = 5'b11111;
endmodule
File: flow/run.sh
#!/bin/bash
# OpenROAD 26Q1-2900-gdf79404cd8, Yosys 0.63+post, stock flow scripts
make -C /OpenROAD-flow-scripts/flow DESIGN_CONFIG=/design/flow/config.mk WORK_HOME=/design/flow/orfs finish
File: flow/config.mk
export PLATFORM = sky130hd
export DESIGN_NAME = EX_stage
export DESIGN_NICKNAME = EX_stage
export VERILOG_FILES = /design/flow/design.v
export SDC_FILE = /design/flow/constraint.sdc
export NUM_CORES = 4
export LEC_CHECK = 1
export CORE_UTILIZATION = 50
File: flow/constraint.sdc
current_design EX_stage

set clk_period 5.7
set clk_io_pct 0.2

create_clock -name clk0 -period $clk_period

set non_clock_inputs [all_inputs -no_clocks]
set_input_delay [expr $clk_period * $clk_io_pct] -clock clk0 $non_clock_inputs
set_output_delay [expr $clk_period * $clk_io_pct] -clock clk0 [all_outputs]
==> results_dict.tcl <==
# place-and-route summary
set metrics [dict create \
    status "complete, no violations" \
    postSynthAreaPerCell_sq_um 8.09 \
    grt_pass1_wl_mm 130 \
    yosys_area_sq_mm 0.0220 \
    critical_path.cell_chain "clkdlybuf4s50_1, ha_1, a21oi_1, o21bai_1, a21oi_1, o21bai_1, a21oi_1, o21bai_1, a21oi_1, xnor2_1, clkdlybuf4s50_1" \
    xor_share_pct 5.86 \
    cap_violations 0 \
    ys_warn_count 33 \
    fin_util_pct 56.7 \
    grt_pass1_vias 20500 \
    setup_tns_ns 0 \
    port_buffers 200 \
    setup-violations-final 0 \
    fin_crit_sh_pct 90.8 \
    edf_count 0 \
    drt_iter0_drc 1216 \
    hold_class "input pin to output pin" \
    die_y_microns 212 \
    cp_data_required_time_ns 4.56 \
    crit_arrival_ns 4.03 \
    unclocked_regs 33 \
    routabilityCongestion 1.03 \
    dp_slack_ns 0.531 \
    numSynthFlops 33 \
    worstSetupPathType "input pin to output pin" \
    maxSlewHeadroom_pct 37.6 \
    cts-hold-fix-buffers 0 \
    fmax_mhz 193 \
    setup_slack_ns 0.526 \
    via_per_inst 5.81 \
    slew_violations 0 \
    path_max_fanout 11 \
    synthAoiAreaFrac_pct 11.8 \
    die_w_microns 212 \
    hold_violations 0 \
    grt_max_degree 42 \
    core_area_sq_mm 0.0432 \
    netlist.area_leader.share_pct 37.4 \
    postRouteAntennaNets 0 \
    ys_types 83 \
    tool_warnings 95 \
    synth.area.top_cells "fa_1 37%, ha_1 13%, inv_1 8.1%" \
    drt-total-wl_mm 86.3 \
    track_usage_pct 42.6 \
    wl_per_cell_microns 25.4 \
    fa_ha_area_share_pct 50.4 \
    mux_area_share_pct 2.25 \
    critPathMostFrequentCell "a21oi_1" \
    ctsResizeCount 0 \
    syn_inst 2715 \
    syn2layout_area_growth_pct 11.4 \
    crit_end "NPC_ADD[11]" \
    cp-startpoint "ID_EX[12]" \
    pin_count 214 \
    postSynth.topFlopCell "dlxtn_1" \
    top_area_cell "fa_1" \
    ys_cells 2715 \
    rows 76 \
    untimed_endpoints 65 \
    vias 19800 \
    syn-cell-area_sq_mm 0.0220 \
    initial_core_util_pct 50.9 \
    overflow 0 \
    drive_gt1_share_pct 4.22 \
    finalInstanceArea_sq_mm 0.0245 \
    chipArea_sq_mm 0.0448 \
    ys_top_logic_family "adder cells" \
    hpwl_mm 68.4 \
    postSynth.asyncResetShare_pct 0 \
    post_cts_buffers 0 \
    place_area_sq_mm 0.0245 \
    worst_slew_pin_slew_ns 0.930 \
    simple_gate_share_pct 15.7 \
    antenna_cells 0 \
    worst_path_largest_cell_delay_ns 0.67 \
    min_period_ns 5.17 \
    crit_slowest_cell "clkdlybuf4s50_1" \
    cp-start-kind "input pin" \
    drc 0 \
    grt_setup_unrepaired "no" \
    crit_path_end_kind "output pin" \
    antenna_found_initial 0 \
    first_pass_iters 7 \
]
[worst min-delay path by stage]
| stage | from | end | cells past startpoint |
|---|---|---|---|
| after CTS | ID_EX[106] | NPC_ADD[0] | 0 |
| final | ID_EX[106] | NPC_ADD[0] | 0 |
| after global routing | ID_EX[106] | NPC_ADD[0] | 0 |
[critical path: cells and delay by family]
family | cells | cell delay [ns]
xor gates and xnor gates | 1 | 0.14
adders and majority gates | 1 | 0.34
buffers and inverters | 2 | 1.15
AOI/OAI and AO/OA | 7 | 1.27
[per-stage QoR]
step                      hold slack [ns]  cells
after floorplan                      2.35   2715
after global placement               2.28   3405
after detailed placement             2.28   3405
after CTS                            2.28   3405
after global routing                 2.28   3405
final                                2.28   3405
[metal layers]
metal / wire length (microns) / global-route usage [%] / share of wire (%) / up-vias
met5: 0 / 0.556 / 0 / -
met4: 4520 / 16.2 / 5.2 / 0
met3: 10500 / 17.3 / 12 / 222
met2: 38700 / 63.4 / 45 / 1111
met1: 32600 / 57.7 / 38 / 9742
li1: - / - / - / 8709
[cell type report]
cell class | count | area (sq um)
Fill cell | 3994 | 18700
Tap cell | 585 | 732
Multi-Input combinational cell | 2038 | 19000
Sequential cell | 33 | 495
Timing Repair Buffer | 260 | 2450
Inverter | 489 | 1840
[cells in the mapped netlist, drive strengths merged, types with 5 or more instances]
cell type / count
a21o: 28
nor3: 23
xor2: 34
nor4: 7
xnor2: 113
o221ai: 20
nand3: 11
or4: 7
a31oi: 8
nor2: 426
or3: 11
a22oi: 20
nor2b: 12
clkinv: 10
nand2: 268
a211oi: 13
a221o: 9
a21oi: 105
o31ai: 5
o21a: 8
ha: 227
o21ai: 74
mux2: 15
buf: 55
o211ai: 10
inv: 479
fa: 411
nand4: 8
and3: 5
mux2i: 28
o21bai: 21
clkbuf: 100
nand2b: 19
dlxtn: 33
o22ai: 10
a221oi: 13
[registers in the layout, indices dropped and copies added (netlist names)]
name	count
ZERO	1
ALU_result	32
[placed cells by master, fill, tap and decap left out, types with 21 or more instances in the layout]
cell type,count
o21ai_0,73
o21bai_1,21
xor2_1,34
a21o_1,28
inv_1,474
xnor2_1,113
nor3_1,22
nor2_1,425
fa_1,411
nand2_1,268
ha_1,227
dlxtn_1,33
a21oi_1,105
clkdlybuf4s50_1,199
buf_4,60
[cell families (layout without fill, tap and decap cells)]
| group | count (synthesis) | in the layout |
|---|---|---|
| adder cells (fa/ha/maj) | 638 | 638 |
| AND-OR/OR-AND | 382 | 382 |
| multiplexers | 45 | 45 |
| AND/OR/NAND/NOR | 825 | 825 |
| latches | 33 | 33 |
| other | 1 | 1 |
| XOR/XNOR | 147 | 147 |
| buffers and inverters | 644 | 749 |
